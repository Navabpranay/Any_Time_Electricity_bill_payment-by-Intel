`flow/design.v`:
```
module ATP_Top_Level_Module(
    input clk,
    input reset,
    input user_touch,
    input scan_start,
    input [9:0] cash_inserted,
    output ack_printed
);
wire prompt_display, scan_done, valid_note;
wire [15:0] voucher_id, cash_total, adjustment_amount;
wire excess_payment, short_payment;
User_Interface_Module UIM (
    .clk(clk),
    .reset(reset),
    .user_touch(user_touch),
    .prompt_display(prompt_display)
);
Barcode_Scanner_Module BSM (
    .clk(clk),
    .reset(reset),
    .scan_start(scan_start),
    .voucher_id(voucher_id),
    .scan_done(scan_done)
);
Cash_Handling_Module CHM (
    .clk(clk),
    .reset(reset),
    .cash_inserted(cash_inserted),
    .valid_note(valid_note),
    .cash_total(cash_total)
);
Payment_Processing_Module PPM (
    .clk(clk),
    .reset(reset),
    .bill_amount(100),  
    .paid_amount(cash_total),
    .excess_payment(excess_payment),
    .short_payment(short_payment),
    .adjustment_amount(adjustment_amount)
);
Acknowledgment_Module AM (
    .clk(clk),
    .reset(reset),
    .transaction_done(scan_done && valid_note),
    .ack_printed(ack_printed)
);
endmodule
module Acknowledgment_Module(
    input clk,
    input reset,
    input transaction_done,
    output reg ack_printed
);
always @(posedge clk or posedge reset) begin
    if (reset)
        ack_printed <= 0;
    else if (transaction_done)
        ack_printed <= 1;
    else
        ack_printed <= 0;
end
endmodule
module Barcode_Scanner_Module(
    input clk,
    input reset,
    input scan_start,
    output reg [15:0] voucher_id,
    output reg scan_done
);
always @(posedge clk or posedge reset) begin
    if (reset) begin
        voucher_id <= 16'd0;
        scan_done <= 0;
    end else if (scan_start) begin
        voucher_id <= 16'hABCD;  
        scan_done <= 1;
    end else begin
        scan_done <= 0;
    end
end
endmodule
module Cash_Handling_Module(
    input clk,
    input reset,
    input [9:0] cash_inserted,   
    output reg valid_note,
    output reg [9:0] cash_total
);
always @(posedge clk or posedge reset) begin
    if (reset) begin
        cash_total <= 0;
        valid_note <= 0;
    end else begin
        case (cash_inserted)
            10, 20, 50, 100, 200, 500: begin
                valid_note <= 1;
                cash_total <= cash_total + cash_inserted;
            end
            default: valid_note <= 0;
        endcase
    end
end
endmodule
module Payment_Processing_Module(
    input clk,
    input reset,
    input [15:0] bill_amount,
    input [15:0] paid_amount,
    output reg excess_payment,
    output reg short_payment,
    output reg [15:0] adjustment_amount
);
always @(posedge clk or posedge reset) begin
    if (reset) begin
        excess_payment <= 0;
        short_payment <= 0;
        adjustment_amount <= 0;
    end else begin
        if (paid_amount > bill_amount) begin
            excess_payment <= 1;
            short_payment <= 0;
            adjustment_amount <= paid_amount - bill_amount;
        end else if (paid_amount < bill_amount) begin
            short_payment <= 1;
            excess_payment <= 0;
            adjustment_amount <= bill_amount - paid_amount;
        end else begin
            excess_payment <= 0;
            short_payment <= 0;
            adjustment_amount <= 0;
        end
    end
end
endmodule
module User_Interface_Module(
    input clk,
    input reset,
    input user_touch,
    output reg prompt_display
);
always @(posedge clk or posedge reset) begin
    if (reset) 
        prompt_display <= 0;
    else if (user_touch)
        prompt_display <= 1;
    else
        prompt_display <= 0;
end
endmodule
```
`flow/run.sh`:
```
#!/bin/bash
# OpenROAD 26Q1-2900-gdf79404cd8, Yosys 0.63+post, stock flow scripts
make -C /OpenROAD-flow-scripts/flow DESIGN_CONFIG=/design/flow/config.mk WORK_HOME=/design/flow/orfs finish
```
`flow/config.mk`:
```
export PLATFORM = sky130hd
export DESIGN_NAME = ATP_Top_Level_Module
export DESIGN_NICKNAME = ATP_Top_Level_Module
export VERILOG_FILES = /design/flow/design.v
export SDC_FILE = /design/flow/constraint.sdc
export NUM_CORES = 4
export LEC_CHECK = 1
export CORE_AREA = 10 10 70 70
export DIE_AREA = 0 0 80 80
```
`flow/constraint.sdc`:
```
current_design ATP_Top_Level_Module

set clk_period 1.0
set clk_io_pct 0.2

create_clock -name clk0 -period $clk_period [get_ports {clk}]

set non_clock_inputs [all_inputs -no_clocks]
set_input_delay [expr $clk_period * $clk_io_pct] -clock clk0 $non_clock_inputs
set_output_delay [expr $clk_period * $clk_io_pct] -clock clk0 [all_outputs]
```
==> impl_metrics.toml <==
# synthesis and place-and-route metrics
[die]
fp.dieH_um = 80
io-pin-count = 15
fp-row-count = 21
core_area_sq_um = 3420
die_w_um = 80
initial_utilization_pct = 5.93
dieArea_sq_um = 6400

[global_route]
first_global_vias = 242
grt_pass1_wl_um = 1170
antenna_found_initial = 0
gr-usage-all-layers_pct = 2.43
grt-ovfl-total = 0
grt_start_max_net_pins = 6

[synthesis]
most_common_cell = "dfrtp_1"
ys_chip_area_sq_um = 203
top_area_cell = "dfrtp_1"
netlist_area_sq_um = 203
top_cell_area_share_pct = 37.0
common_cells = "dfrtp_1 (3), and3b_1 (2), nor3_1 (2), nor3b_1 (2)"
avgSynthCellArea_sq_um = 9.65
top_cells_by_area = "dfrtp_1 (37%), and3b_1 (8.6%), nor3b_1 (7.4%)"
postSynthSeqShare_pct = 37.0
flop_cell = "dfrtp_1"
synth_flop_count = 3
edf_count = 0
synthArstFlopShare_pct = 100
ys_types = 16
synth_cells = 21
ys.warnings.count = 7
ys_cells = 21

[critical_path]
cp-endpoint = "ack_printed"
critPathSlowestCell = "dfrtp_1"
path_depth = 1
cpPeakStageDelay_ns = 0.35
cp-end-kind = "output pin"
crit_arrival_ns = 0.74
critPathMaxFanout = 1
reg2reg_depth = 1
cp_top_family = "flip-flops"
reg2reg_setup_slack_ns = 0.39
critPathRequiredTime_ns = 0.80
path_cells = "clkdlybuf4s15_1"
worstReg2RegStart = "BSM.scan_done"
cp-start-kind = "flop"
critical_path_class = "flop to output pin"
startpoint = "AM.ack_printed"
r2r_end = "AM.ack_printed"
cp_num_buf_inv = 1

[final_timing]
worst_slew_pin_slew_ns = 0.259
fin_setup_tns_ns = 0
rsz0062_at_grt = "false"
finalClockSkew_ns = 0.00249
slew_viol_final = 0
min_period_ns = 0.939
setup_ws_ns = 0.0611
min_period_over_period_pct = 93.9
setup_viol = 0
finalHoldViolations = 0
fmax_ghz = 1.07
slew_headroom_pct = 82.7

[clocking]
h-tree-depth = 1
path_clk_slew_ns = 0.04
holdBufCountCts = 0
cts_made_buffers = 3
cts-root-buf = "clkbuf_4"
clk_path_buf_depth = 2
clock_latency_ns = 0.23
clkSinkCount = 3
cts_tree = "done"

[pwr]
power_frac_seq_pct = 30.1
power_switching_uw = 95.6
powerDensity_nw_per_um2 = 918
pwr-share-clk_pct = 50.4
p_sw_share_pct = 23.1
peakVddDrop_v = 0.000210
p_leak_nw = 0.196
p_int_uw = 319
combPwrFrac_pct = 19.5

[placement]
dpl-instance-area_sq_um = 390
dp_hpwl_um = 641
portBuffers = 13
dp_slack_ns = -0.411
dp_cells = 80
place.gp.congestion = 0.758

[routing]
drc_errors = 0
first_pass_iters = 1
avgRoutedWirePerCell_um = 9.21
ant_nets = 0
vias = 240
via_per_inst = 2.86
drt_first_iter_violations = 0
drt_wl_total_um = 774
n_antenna_cell = 0

[run_status]
status = "finished clean"

[finish]
fin_cells = 84
final_util_pct = 13.2
drive_above_1_share_pct = 23.7
design_area_sq_um = 452
area_growth_pct = 123

[job]
maxCapViolations = 0
warnings = 26

[min_path]
hold_path_class = "primary input to asynchronous set/reset pin"
## flip-flops by register name (all words and copies together), names as in the netlist
signal and cells:
CHM.valid_note 1, BSM.scan_done 1, AM.ack_printed 1
## power groups by stage
stage	Clock, mW	Combinational [mW]	Sequential [mW]
CTS	0.222	0.0790	0.125
global route	0.238	0.0878	0.125
finish	0.209	0.0808	0.125
## layer usage
layer	up-vias	part of all wire [%]	GRT usage, %
met5	-	0	0
met4	0	0.39	0.528
met3	2	11	1.48
met2	10	37	3.13
met1	112	51	3.32
li1	116	-	-
## what timing repair did
| action | CTS | global route |
|---|---|---|
| resized | 14 | 4 |
| setup buffers | 0 | 0 |
| endpoints found under the setup margin | 2 | 1 |
| pin swaps | 2 | 3 |
## metrics by stage
step	hold WS, ns	total power, mW
3_5_place_dp	0.385	0.208
4_1_cts	0.131	0.426
3_3_place_gp	0.371	0.205
6_report	0.139	0.415
2_1_floorplan	-0.0464	0.145
5_1_grt	0.144	0.451
## worst min-delay path by stage
stage,startpoint,endpoint,slack [ns],depth (start not counted)
4_1_cts,reset,BSM.scan_done,0.13,2
5_1_grt,reset,BSM.scan_done,0.14,2
6_report,reset,BSM.scan_done,0.14,2
## layout by cell type, fill, tap and decap left out, drive strengths merged
cell / netlist / routed
o221ai: 1 / 1
nor3b: 2 / 2
dfrtp: 3 / 3
dlygate4sd2: 0 / 7
and2: 1 / 1
clkdlybuf4s50: 0 / 2
a22oi: 1 / 1
dlymetal6s2s: 0 / 3
clkbuf: 0 / 4
nor4b: 2 / 2
nor3: 2 / 2
clkdlybuf4s15: 0 / 1
nand3: 1 / 1
o211ai: 1 / 1
a21oi: 1 / 1
and3b: 2 / 2
inv: 1 / 1
nor2: 1 / 1
and4b: 1 / 1
nand2: 1 / 1
## logic make-up after synthesis
| family | synth area share, % |
|---|---|
| DFF | 37.0 |
| and+or+nand+nor | 46.9 |
| buffers and inverters | 1.85 |
| AOI/OAI and AO/OA | 14.2 |
## cell type report
type	instances	area [sq um]
fill	399	2960
multi-input combinational	17	160
timing repair buffer	13	129
sequential	3	75.1
tap	46	57.6
clock buffer	4	26.3
inverter	1	3.75
Power figures rest on the tool's default switching activity, not on a simulated workload.
